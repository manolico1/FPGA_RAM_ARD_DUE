[design.v]
module top (clk, led1, led2, led3, led4, led5, led6, led7, led8, lcol1, lcol2, lcol3, lcol4 );
    input clk;
    output led1;
    output led2;
    output led3;
    output led4;
    output led5;
    output led6;
    output led7;
    output led8;
    output lcol1;
    output lcol2;
    output lcol3;
    output lcol4;
    reg [31:0] counter = 32'b0;
    assign {led8, led7, led6, led5, led4, led3, led2, led1} = counter[26:19] ^ 8'hff; 
    assign {lcol4, lcol3, lcol2, lcol1} = 4'b1110;
    always @ (posedge clk) begin
        counter <= counter + 1;
    end
endmodule
[run.sh]
#!/bin/bash
# OpenROAD 26Q1-2900-gdf79404cd8, Yosys 0.63+post, stock flow scripts
make -C /OpenROAD-flow-scripts/flow DESIGN_CONFIG=/design/flow/config.mk WORK_HOME=/design/flow/orfs finish
[config.mk]
export PLATFORM = sky130hd
export DESIGN_NAME = top
export DESIGN_NICKNAME = top
export VERILOG_FILES = /design/flow/design.v
export SDC_FILE = /design/flow/constraint.sdc
export NUM_CORES = 4
export LEC_CHECK = 1
export CORE_AREA = 10 10 85 85
export DIE_AREA = 0 0 95 95
[constraint.sdc]
current_design top

set clk_period 4.4
set clk_io_pct 0.2

create_clock -name clk0 -period $clk_period [get_ports {clk}]

set non_clock_inputs [all_inputs -no_clocks]
set_input_delay [expr $clk_period * $clk_io_pct] -clock clk0 $non_clock_inputs
set_output_delay [expr $clk_period * $clk_io_pct] -clock clk0 [all_outputs]
==> commit_impl_results.txt <==
Add synthesis and place-and-route results

- The report puts the hold buffer count at CTS at 0.
- Setup slack after placement: ~2.6 ns
* Total power consumption of the routed design: roughly 380 µW
- Buffers added to address setup during post-CTS repair amount to 0.
- Looking at the reg2reg group, the worst path ends at counter[22].
* Unrepaired setup endpoints after global routing: false
- For this design the top-level I/O count stands at 13.
- Per the OpenROAD floorplan log, the width of the die is 95 µm.
- Total congestion overflow: 0
* Mean Syn Cell Area: ~10 µm²
- Hold-critical path endpoint: counter[0]
* FP Core Util: between 20% and 30%
- STA classifies the critical path endpoint as a primary output.
- TritonCTS clock tree: built
- Hold path startpoint: counter[0]
- Chip Area: roughly 0.0090 mm²
- Number of clock buffers inserted by TritonCTS: 3
* Core area: 0.005473 mm²
- Power per standard cell area: 289.1 mW/mm²
- Number of warnings in the stage logs: 25
- The register with the most flip-flops in the layout has 27 of them.
- Clk Tree Root Cell: clkbuf_8
* Drt initial violations: 32
- The setup path with the least slack is of type flip-flop to primary output.
- Endpoints failing setup: 0
- In this run, distinct cell masters in the synthesized netlist total 18.
- Worst r2r src: counter[0]
- Sequential share of the synthesized area: 47.84%
* Leakage power: just under 0.5 nW
- Layout cell share with drive strength beyond 1: 7.692%
* Clock transition time at the flip-flop clock pins of the worst setup and hold paths: 0.09 ns
* Overall die height: 95 µm
- The highest supply drop recorded on VDD is 0.2080 mV.
- Placement Rows: 27
- Half-perimeter wire length of the detailed placement result: 1155 µm
* Max cap viols: 0
- The number of clock sinks came to 27.
- Per the detail_route report, inserted antenna diodes total 0.
- Pin count of the biggest net entering global routing: 15
- Wire per inst: 8.185 µm
- Number of iterations in the first detailed-routing pass: 2
* Syn. warnings: 1
- The first global-routing pass estimated 2801 µm of wire.
* Last weighted congestion value of the routability-driven placer: about 0.68
- Number of failing hold endpoints at the final stage: 0
- Placed Cells: ~190
- Between the synthesized netlist and the finished layout, the area growth was recorded as 16.72%.
* Total standard cell area after synthesis: around 0.0011 mm²
- For the worst setup path, the data required time is 3.52 ns.
- Total global-route track usage over all layers is under 10%.
- Shortest period the worst path allows: 2.070 ns
- The routed layout has 686 vias.
- Cell count after synthesis: 108
- Number of cells on the worst reg-to-reg path: 5
- Final sum of negative setup slack: 0 ns
- The routed layout reports a DRC error count of 0.
* Port Buffers: 8
* Largest registers in the final layout: counter (27)
* Via count of the first global-routing pass: around 700
- For this run, the chip area from Yosys synthesis comes to around 0.0011 mm².
- STA classifies the critical path startpoint as a flip-flop.
- Along the worst path, the maximum fanout reaches 4.
* CP arrival: 1.19 ns
* Type of the tightest min-delay check: flip-flop to flip-flop
* Post-DR vias/cell: ~3.6
* Run status: finished clean
- The clock arrives with about 0.0039 ns of skew.
- For the worst-skew pair, the clock arrives at the later sink with an insertion delay of about 0.27 ns.
- The number of antenna violations at the first check in global routing was 0.
- Tally of non-filler cells in the final layout: 189
- Per the CTS log, the maximum H-tree level is 1.
- In the hold timing report, the worst path depth is 1.
- Per the synth log, the flip-flop and latch total comes to 27.
* Final Max-Slew Violation Tally: 0
* Final worst-path setup slack: 2.330 ns
- Remaining antenna violation count after routing: 0
- # Cells Yosys: 108
- Post_cts resized: 0
- In the post-route report, total wirelength is listed as 1547 µm.
* Internal reg-to-reg setup slack: approximately 2.8 ns
- Clock Tree Buf Depth: 2
- The largest register by flop count is counter.
- Highest Clock Rate: ~480 MHz
- The worst path uses 47.03% of the clock period.
-- final cells by class --
cell class              count  area [µm²]
repair buffers              8       80.08
multi-input cells          69       529.3
clock buffers               4       45.04
flip-flops and latches     27       540.5
inverters                   9       33.78
well taps                  72       90.09
fillers                   592        4154
-- cell usage in the layout (no fill, tap or decap), drive strengths merged --
cell	count
dfxtp	27
xnor2	16
nand3	11
inv	9
xor2	9
clkdlybuf4s50	8
nand2	6
nand4	6
and3	5
nor2	4
conb	4
nor3	4
clkbuf	4
nor4	2
and4	1
ha	1
-- worst max-delay path: stages, from the launching register on --
cell and delay, ns:
dfxtp_1 0.35, inv_1 0.10, clkdlybuf4s50_1 0.47
-- how the worst max path moves through the flow --
stage | from | to | slack, ns | depth (start not counted)
5_1_grt | counter[20] | led2 | 2.27 | 2
6_report | counter[20] | led2 | 2.33 | 2
4_1_cts | counter[20] | led2 | 2.32 | 2
-- cells in the mapped netlist --
cell type | n | area, µm²
and3_1 | 5 | 31.28
and4_1 | 1 | 8.760
buf_4 | 4 | 30.03
clkbuf_1 | 1 | 3.750
conb_1 | 2 | 7.510
dfxtp_1 | 27 | 540.5
ha_1 | 1 | 12.51
inv_1 | 9 | 33.78
nand2_1 | 6 | 22.52
nand3_1 | 11 | 55.05
nand4_1 | 3 | 18.77
nand4_4 | 3 | 63.81
nor2_1 | 4 | 15.01
nor3_1 | 3 | 15.01
nor3_2 | 1 | 10.01
nor4_4 | 2 | 42.54
xnor2_1 | 16 | 140.1
xor2_1 | 9 | 78.83
-- stage by stage --
stage	hold WS, ns	utilization, %	cell area, µm²
3_5_place_dp	0.3904	23.27	1274
3_3_place_gp	0.3828	23.27	1274
2_1_floorplan	0.3703	-	1137
5_1_grt	0.4328	24.10	1319
4_1_cts	0.4119	24.10	1319
6_report	0.4022	24.10	1319
-- cell families (layout without fill, tap and decap cells) --
group	after synthesis	after routing	synth area share [%]
other	2	4	0.6647
buffers and inverters	14	21	5.980
and+or+nand+nor	39	39	25.03
xor gates and xnor gates	25	25	19.38
DFF	27	27	47.84
adders and majority gates	1	1	1.107
-- per-layer routing --
| layer | share of wire, % | GRT usage, % |
|---|---|---|
| met5 | 0 | 0 |
| met4 | 0.65 | 0.2494 |
| met3 | 8.4 | 1.282 |
| met2 | 42 | 6.350 |
| met1 | 49 | 4.680 |
-- report_power, final --
group          switching, mW  leakage, nW  internal (mW)
clock                 0.0723       0.0228         0.0648
combinational       0.000160        0.256              0
sequential                 0        0.217          0.244
total                 0.0724        0.496          0.309
Power and IR drop assume default switching activity.
